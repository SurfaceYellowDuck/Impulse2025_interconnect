==> design/flow/design.v <==
module double_buffer
# (
    parameter width = 0
)
(
    input                      clk,
    input                      rst,
    input                      up_valid,
    output logic               up_ready,
    input        [width - 1:0] up_data,
    output logic               down_valid,
    input                      down_ready,
    output logic [width - 1:0] down_data
);
    logic               buf_valid;
    logic [width - 1:0] buf_data;
    always_ff @ (posedge clk)
    begin
        if (up_ready & ~ down_ready)
            buf_data <= up_data;
        if (down_ready)
            down_data <= up_ready ? up_data : buf_data;
    end
    always_ff @ (posedge clk or posedge rst)
        if (rst)
        begin
            buf_valid  <= 1'b0;
            down_valid <= 1'b0;
            up_ready   <= 1'b1;
        end
        else
        begin
            if (up_ready & ~ down_ready)
                buf_valid  <= up_valid;
            if (down_ready)
                down_valid <= up_ready ? up_valid : buf_valid;
            up_ready <= down_ready;
        end
endmodule
module fifo
# (
    parameter width = 8, depth = 2
)
(
    input                      clk,
    input                      rst,
    input                      push,
    input                      pop,
    input        [width - 1:0] write_data,
    output       [width - 1:0] read_data,
    output logic               empty,
    output logic               full
);
    localparam pointer_width = $clog2 (depth),
                          counter_width = $clog2 (depth + 1);
    localparam [counter_width - 1:0] max_ptr = counter_width' (depth - 1);
    logic [pointer_width - 1:0] wr_ptr_d, rd_ptr_d, wr_ptr_q, rd_ptr_q;
    logic empty_d, full_d;
    logic [width - 1:0] data [0: depth - 1];
    always_comb
    begin
        if (push)
            wr_ptr_d = wr_ptr_q == max_ptr ? '0 : wr_ptr_q + 1'b1;
        else
            wr_ptr_d = wr_ptr_q;
        if (pop)
            rd_ptr_d = rd_ptr_q == max_ptr ? '0 : rd_ptr_q + 1'b1;
        else
            rd_ptr_d = rd_ptr_q;
        case ({ push, pop })
        2'b10:
        begin
            empty_d = 1'b0;
            full_d  = wr_ptr_d == rd_ptr_q;
        end
        2'b01:
        begin
            empty_d = rd_ptr_d == wr_ptr_q;
            full_d  = 1'b0;
        end
        default:
        begin
            empty_d  = empty;
            full_d   = full;
        end
        endcase
    end
    always_ff @ (posedge clk or posedge rst)
        if (rst)
        begin
            wr_ptr_q <= '0;
            rd_ptr_q <= '0;
            empty    <= 1'b1;
            full     <= 1'b0;
        end
        else
        begin
            wr_ptr_q <= wr_ptr_d;
            rd_ptr_q <= rd_ptr_d;
            empty    <= empty_d;
            full     <= full_d;
        end
    always_ff @ (posedge clk)
        if (push)
            data [wr_ptr_q] <= write_data;
    assign read_data = data [rd_ptr_q];
endmodule
module mem 
(
    input logic                 clk,
    input logic                 rst,
    input logic [3:0]           waddr,
    input logic [3:0]           raddr,
    input logic [8 - 1 : 0]     data_i,
    input logic                 re,
    input logic                 we,
    output logic [8 - 1 : 0]    data_o,
    output logic                valid_o
);
    logic [8-1:0]           data_buf [15:0];
    logic [16-1:0]          vld;
    logic [16-1:0]          changed_vld;
    always_ff @(posedge clk)begin
        if(rst)
            vld <= '0;
        else begin
            vld <= changed_vld;
            if(we)
                data_buf[waddr] <= data_i;
        end
    end
    always_comb begin
        changed_vld = vld;
        if(we)
            changed_vld = changed_vld | (16'b1 << waddr);
        else if(re)
            changed_vld = changed_vld ^ (16'b1 << raddr);
    end
    assign valid_o = vld[raddr]; 
    assign data_o  = data_buf[raddr];
endmodule
module reorder_buffer #(
parameter DATA_WIDTH = 8
)(
input   logic                   clk,
input   logic                   rst_n,
input   logic [3:0]             s_arid_i,
input   logic                   s_arvalid_i,
output  logic                   s_arready_o,
output  logic [DATA_WIDTH-1:0]  s_rdata_o,
output  logic [3:0]             s_rid_o,
output  logic                   s_rvalid_o,
input   logic                   s_rready_i,
output  logic [3:0]             m_arid_o,
output  logic                   m_arvalid_o,
input   logic                   m_arready_i,
input   logic [DATA_WIDTH-1:0]  m_rdata_i,
input   logic [3:0]             m_rid_i,
input   logic                   m_rvalid_i,
output  logic                   m_rready_o
);
logic               up_ready;
logic               id_down_valid;
logic [4 - 1 : 0]   down_data;
logic               fifo_push;
logic               fifo_pop;
logic               fifo_full;
logic               fifo_empty;
logic [4 - 1 : 0]   ar_id_o;
logic [8 - 1 : 0]   data_buf [16 - 1 : 0];
logic [16 - 1 : 0]  data_vld_buf;
double_buffer  #(.width (4)) buffer_id
(
    .clk         ( clk              ),
    .rst         ( ~rst_n           ),
    .up_valid    ( s_arvalid_i      ),
    .up_ready    ( up_ready         ),
    .up_data     ( s_arid_i         ),
    .down_valid  ( m_arvalid_o      ),
    .down_ready  ( m_arready_i      ),
    .down_data   ( m_arid_o         )
);
assign s_arready_o  = up_ready & ~fifo_full;
assign fifo_push    = up_ready & s_arvalid_i & ~fifo_full;
assign s_rid_o      = ar_id_o;
assign m_rready_o   = s_rready_i;
assign fifo_pop     = s_rvalid_o && s_rready_i;
fifo  #(.width (4), .depth(16)) fifo_id
(
        .clk        ( clk           ),
        .rst        ( ~rst_n        ),
        .push       ( fifo_push     ),
        .pop        ( fifo_pop      ),
        .write_data ( s_arid_i      ),
        .read_data  ( ar_id_o       ),
        .empty      ( fifo_empty    ),
        .full       ( fifo_full     )
);
mem data_valid_mem (
    .clk        ( clk                   ),
    .rst        ( ~rst_n                ),
    .waddr      ( m_rid_i               ),
    .raddr      ( ar_id_o               ),
    .data_i     ( m_rdata_i             ),
    .data_o     ( s_rdata_o             ),
    .valid_o    ( s_rvalid_o            ),
    .we         ( m_rvalid_i            ),
    .re         ( fifo_pop              )
);
endmodule
==> design/flow/run.sh <==
#!/bin/bash
# OpenROAD 26Q1-2900-gdf79404cd8, Yosys 0.63+post, stock flow scripts
make -C /OpenROAD-flow-scripts/flow DESIGN_CONFIG=/design/flow/config.mk WORK_HOME=/design/flow/orfs finish
==> design/flow/config.mk <==
export PLATFORM = sky130hd
export DESIGN_NAME = reorder_buffer
export DESIGN_NICKNAME = reorder_buffer
export VERILOG_FILES = /design/flow/design.v
export SDC_FILE = /design/flow/constraint.sdc
export NUM_CORES = 4
export LEC_CHECK = 1
export CORE_UTILIZATION = 30
==> design/flow/constraint.sdc <==
current_design reorder_buffer

set clk_period 13.1
set clk_io_pct 0.2

create_clock -name clk0 -period $clk_period [get_ports {clk}]

set non_clock_inputs [all_inputs -no_clocks]
set_input_delay [expr $clk_period * $clk_io_pct] -clock clk0 $non_clock_inputs
set_output_delay [expr $clk_period * $clk_io_pct] -clock clk0 [all_outputs]
==> results.toml <==
# synthesis and place-and-route metrics
[pwr]
p_switching_mw = 0.974
seq_power_share_pct = 32.2
power_mw = 2.70
combPwrFrac_pct = 43.7
leakage_nw = 3.95
p_clk_share_pct = 24.1
peakVddDrop_uv = 169
intPower_mw = 1.72
power.share.switching_pct = 36.1
powerDensity_mw_per_mm2 = 230

[timing]
final.setup.tns_ns = 0
setup_ws_ns = 6.10
holdWs_ns = 0.477
rsz0062_at_grt = "no"
period_needed_ns = 7.00
finalMaxSlewViolations = 0
max_freq_mhz = 143
finalSetupViolations = 0
skew_ns = 0.0170
fin_crit_sh_pct = 53.5
slew_headroom_pct = 40.4
max_slew.worst_pin.slew_ns = 0.890
hold_viol_final = 0

[drt]
ant_nets = 0
first_iter_violations = 374
drt_wl_total_um = 20500
route.detailed.drc = 0
vias = 5890
drt-vias-per-instance = 4.86
route.antenna.diode_count = 0
wl_per_cell_um = 16.9
drt_first_pass_iters = 4

[placed_design]
dp_hpwl_um = 12300
io_buffers = 41
dp_slack_ns = 6.30
dp.cells = 1172
placed_area_mm2 = 0.0110
gp_congestion = 0.795

[clock_network]
htreeDepth = 1
cts_sinks = 228
cts_made_buffers = 25
postCtsSetupBuffers = 0
clockBufferDepth = 3
path_clk_slew_ns = 0.06
cts_tree = "done"
cts_hold_buf = 0
cts_resized = 0
clkLatencyLatePin_ns = 0.52
root_buffer = "clkbuf_16"

[grt]
track_usage_pct = 13.0
grt_max_degree = 74
antenna_found_initial = 0
grt_pass1_vias = 5871
grt_first_pass_wirelength_um = 32500
grt-ovfl-total = 0

[synthesis]
ys_warn_count = 3
avgSynthCellArea_um2 = 14.0
ys_seq_share_pct = 65.9
syn_inst = 717
synth_area_mm2 = 0.0101
yosys_cells = 717
synth_cell_types = 46
ys_ff = 228
ys_area_mm2 = 0.0101

[finish]
area_growth_pct = 16.5
final_core_util_pct = 35.8
lay_top_cells = "edfxtp_1 (200), nand2_1 (73), mux2i_1 (45), clkdlybuf4s50_1 (41), a211oi_1 (40)"
final_cells = 1213
design_area_mm2 = 0.0117
mostFrequentLayoutCell = "edfxtp_1"
drive_gt1_share_pct = 12.1

[floorplanning]
dieArea_mm2 = 0.0343
row_count = 66
die_w_um = 185
fp_util_pct = 30.7
coreArea_mm2 = 0.0328
chipHeight_um = 185
io_pins = 42

[critical_path]
cp_common_cell = "a211oi_1"
endpoint_kind = "output pin"
crit_chain = "mux4_2, mux2i_1, mux2i_4, buf_4, buf_4, nor2b_1, a211oi_1, a211oi_1, a211oi_1, a31oi_1, clkdlybuf4s50_1"
critPathMaxFanout = 57
max_stage_delay_ns = 0.69
required_ns = 10.48
worstSetupPathType = "reg -> out"
crit_slowest_cell = "dfrtp_1"
r2r_end = "fifo_id.full"
cp-start-kind = "flop"
worstSetupEndpoint = "s_rdata_o[3]"
reg2regPathDepth = 12
arrival_ns = 4.38
regToRegSetupSlack_ns = 8.90
worstReg2RegStart = "fifo_id.rd_ptr_q[0]"
startpoint = "fifo_id.rd_ptr_q[2]"

[hold_path]
min_from = "data_valid_mem.vld[8]"
hp-class = "reg -> reg"

[flow_run]
drv_cap = 0
tool_warnings = 28

[run_status]
outcome = "finished clean"
[synth_stat cells, drive strengths merged]
library cell,instances,area [um^2]
dfstp,1,26.3
xor2,3,26.3
mux2i,46,460
nand2b,4,25.0
and2,4,25.0
a22o,2,17.5
a211o,8,70.1
a31oi,10,62.6
ha,22,275
o211ai,8,60.1
nand4,1,6.26
nand2,74,280
o22ai,2,12.5
a21oi,25,125
o32ai,2,17.5
mux4,17,383
a21o,3,22.5
o21ai,5,28.8
dfxtp,16,320
a41oi,16,140
mux2,17,191
nand3,22,115
o41ai,1,8.76
dfrtp,11,275
or3,2,12.5
buf,27,149
inv,21,78.8
edfxtp,200,6010
clkbuf,25,93.8
nor3,8,40.0
nand4b,2,17.5
xnor2,3,26.3
a22oi,4,30.0
nor4,1,6.26
a211oi,40,300
a21boi,1,7.51
a32o,2,20.0
nor2b,29,181
nor2,32,120
[worst min-delay path by stage]
stage / depth (start not counted) / to
final: 2 / data_valid_mem.vld[8]
after global routing: 2 / data_valid_mem.vld[10]
after CTS: 2 / data_valid_mem.vld[8]
[per-layer routing]
metal	share of wire (%)	wire (um)	global-route usage (%)	vias to the layer above
met3	8.4	1730	5.19	27
li1	-	-	-	2816
met5	0	0	0	-
met1	43	8900	18.3	2843
met2	47	9600	20.1	204
met4	1.5	306	2.35	0
[logic make-up after synthesis]
family	count (synthesis)	share of synthesized area (%)
xor gates and xnor gates	6	0.522
adders and majority gates	22	2.73
and+or+nand+nor	179	8.24
DFF	228	65.9
AOI/OAI and AO/OA	129	9.17
buffers and inverters	73	3.19
muxes	80	10.3
[worst max-delay path, delay by kind of cell, from the launching register on]
| kind | cells | cell delay, ns |
|---|---|---|
| buffers and inverters | 3 | 1.66 |
| AOI/OAI and AO/OA | 4 | 0.78 |
| DFF | 1 | 0.69 |
| and+or+nand+nor | 1 | 0.09 |
| muxes | 3 | 0.59 |
[registers in the layout (all words and copies together) (netlist names)]
signal and flops:
data_valid_mem.data_buf 128, fifo_id.data 64, data_valid_mem.vld 16, buffer_id.buf_data 4, buffer_id.down_data 4, fifo_id.rd_ptr_q 4, fifo_id.wr_ptr_q 4, buffer_id.buf_valid 1
buffer_id.down_valid 1, buffer_id.up_ready 1, fifo_id.full 1
[power groups by stage]
stage	registers, mW	clock network [mW]	logic, mW
CTS	0.870	0.663	1.20
finish	0.869	0.650	1.18
global route	0.876	0.694	1.32
[final cells by class]
cell class	count	area, um^2
tap	442	553
sequential	228	6630
multi-input combinational	416	3130
timing repair buffer	65	591
fill	3104	21100
clock buffer	29	641
clock inverter	12	108
inverter	21	78.8

===== flow/config.mk =====
export PLATFORM = sky130hd
export DESIGN_NAME = vc_vr_converter
export DESIGN_NICKNAME = vc_vr_converter
export VERILOG_FILES = /design/flow/design.v
export SDC_FILE = /design/flow/constraint.sdc
export NUM_CORES = 4
export LEC_CHECK = 1
export CORE_AREA = 10 10 82 82
export DIE_AREA = 0 0 92 92

===== flow/constraint.sdc =====
current_design vc_vr_converter

set clk_period 1.7
set clk_io_pct 0.2

create_clock -name clk0 -period $clk_period [get_ports {clk}]

set non_clock_inputs [all_inputs -no_clocks]
set_input_delay [expr $clk_period * $clk_io_pct] -clock clk0 $non_clock_inputs
set_output_delay [expr $clk_period * $clk_io_pct] -clock clk0 [all_outputs]

===== flow/design.v =====
module fifo
# (
    parameter width = 8, depth = 2
)
(
    input                      clk,
    input                      rst,
    input                      push,
    input                      pop,
    input        [width - 1:0] write_data,
    output       [width - 1:0] read_data,
    output logic               empty,
    output logic               full
);
    localparam pointer_width = $clog2 (depth),
                          counter_width = $clog2 (depth + 1);
    localparam [counter_width - 1:0] max_ptr = counter_width' (depth - 1);
    logic [pointer_width - 1:0] wr_ptr_d, rd_ptr_d, wr_ptr_q, rd_ptr_q;
    logic empty_d, full_d;
    logic [width - 1:0] data [0: depth - 1];
    always_comb
    begin
        if (push)
            wr_ptr_d = wr_ptr_q == max_ptr ? '0 : wr_ptr_q + 1'b1;
        else
            wr_ptr_d = wr_ptr_q;
        if (pop)
            rd_ptr_d = rd_ptr_q == max_ptr ? '0 : rd_ptr_q + 1'b1;
        else
            rd_ptr_d = rd_ptr_q;
        case ({ push, pop })
        2'b10:
        begin
            empty_d = 1'b0;
            full_d  = wr_ptr_d == rd_ptr_q;
        end
        2'b01:
        begin
            empty_d = rd_ptr_d == wr_ptr_q;
            full_d  = 1'b0;
        end
        default:
        begin
            empty_d  = empty;
            full_d   = full;
        end
        endcase
    end
    always_ff @ (posedge clk or posedge rst)
        if (rst)
        begin
            wr_ptr_q <= '0;
            rd_ptr_q <= '0;
            empty    <= 1'b1;
            full     <= 1'b0;
        end
        else
        begin
            wr_ptr_q <= wr_ptr_d;
            rd_ptr_q <= rd_ptr_d;
            empty    <= empty_d;
            full     <= full_d;
        end
    always_ff @ (posedge clk)
        if (push)
            data [wr_ptr_q] <= write_data;
    assign read_data = data [rd_ptr_q];
endmodule
module vc_vr_converter #(
  parameter DATA_WIDTH = 8,
  CREDIT_NUM = 2
)(
  input logic clk,
  input logic rst_n,
  input logic [DATA_WIDTH-1:0] s_data_i,
  input logic s_valid_i,
  output logic s_credit_o,
  output logic [DATA_WIDTH-1:0] m_data_o,
  output logic m_valid_o,
  input logic m_ready_i
);
logic fifo_push;
logic fifo_pop;
logic fifo_empty;
logic fifo_full;
fifo # (.width (DATA_WIDTH), .depth (CREDIT_NUM))
    fifo0
    (
        .clk        ( clk        ),
        .rst        ( ~rst_n     ),
        .push       ( fifo_push  ),
        .pop        ( fifo_pop   ),
        .write_data ( s_data_i   ),
        .read_data  ( m_data_o   ),
        .empty      ( fifo_empty ),
        .full       ( fifo_full  )
    );
logic [$clog2(CREDIT_NUM) : 0]  given_credits_cnt;
logic                           free_credits;
always_ff @( posedge clk ) begin
    if (~rst_n)begin
        given_credits_cnt <= '0;
        free_credits <= 1'b0;
    end
    else if(given_credits_cnt < CREDIT_NUM)begin
        if(fifo_pop)begin
            free_credits <= 1'b1;
        end
        else if(~fifo_pop)begin
            given_credits_cnt <= given_credits_cnt + 1;
            free_credits <= 1'b1;
        end
    end
    else begin
        free_credits <= 1'b0;
    end
end
assign fifo_push = ~fifo_full & s_valid_i;
assign fifo_pop  = ~fifo_empty && m_ready_i;
assign m_valid_o = ~fifo_empty;
assign s_credit_o = free_credits || (~fifo_push && fifo_pop);
endmodule

===== flow/run.sh =====
#!/bin/bash
# OpenROAD 26Q1-2900-gdf79404cd8, Yosys 0.63+post, stock flow scripts
make -C /OpenROAD-flow-scripts/flow DESIGN_CONFIG=/design/flow/config.mk WORK_HOME=/design/flow/orfs finish

==> results.txt <==
run results: outcome finished with violations, failing checks negative setup slack, half-perimeter wire length after placement 1370 um, drt first pass iters 4, unrepaired setup endpoints after global routing true, cts bufs inserted 3, proportion of layout cells with a drive suffix above 1 0.416, reg-to-reg critical path endpoint fifo0.full, Static Leak 0.591 nW, port bufs 21, combined area of all synthesized cells 925 um2, distinct lib cells 22, critical path startpoint category register, cell-internal power 1.51 mW, worst path arrival time 1440 ps, Die Span X 92 um, chip area 8460 um2, clk latency late pin 260 ps, core outline area 5070 um2, max-slew headroom at the worst pin 0.834, critical path start-end classification reg -> out, post-synthesis cell count 60, Core Rows 26, average wire length per cell after detail routing 10.6 um, required time of the critical path 1360 ps, Log Warnings 28, Vias 584, detailed-route wire length 1820 um, clock network power share 0.159, synthesized-area fraction occupied by xor and xnor cells 0.0284, clock transition at the register clock pins on the worst setup and hold paths after CTS 80 ps, master cell of the clock root buffer sky130_fd_sc_hd__clkbuf_8, Max Buffers Root-to-Sink 2, most common logic cell in the routed design sky130_fd_sc_hd__edfxtp_1, proportion of synthesized chip area in sequential cells 0.694, global-route wire length before repair 3170 um, switching power share of the total 0.266, initial antenna violation count 0, number of DRC violations after detailed routing 0, main kind of combinational logic by area multiplexers, all-layer global routing usage 0.0463, Hold Crit Class in -> async, count of clock tree sinks 23, Min Hold Slack 300 ps, ratio of total power to cell area 1440 nW/um2, Logic pwr share 0.449, cts hold-fix bufs 0, Power Total 2.06 mW, TritonCTS clock tree yes, pin slew with the least headroom to its limit 248 ps, beginning of the worst register-to-register path fifo0.full, Final Skew 2.94 ps, number of cells traversed by the worst register-to-register path 6, final max-slew violation count 0, Max Cap Viol 0, number of register bits inferred by synthesis 23, AO/OA Area Share 0.0406, number of global-route vias before repair 665, DRT iter0 DRCs 20, floorplan core density 0.182, pre-CTS worst setup slack -481 ps, area fraction in and, or, nand and nor cells after synthesis 0.0474, number of routed nets with antenna violations 0, power share of the sequential group 0.392, I/O pin total 22, adder-cell share of the synthesized area 0.0406, cells in synth_stat.txt 60, diode count 0, routability congestion estimate from global placement 0.668, power spent charging and discharging nets 0.546 mW, worst-path maximum fanout 2, hold violation count in the final report 0, CP Capture Point s_credit_o, start point of the critical path fifo0.empty, number of vias per cell 3.42, synthesis-to-finish area growth 54.8%, time the worst path needs with I/O delays and setup 1780 ps, Mean Syn Cell Area 15.4 um2, area fraction in mux cells 0.108, total cell area reported by yosys after synthesis 925 um2, count of fill cells added during filler insertion 539, setup slack of the worst register-to-register path 220 ps, final clock period utilization by the worst path 1.04, Die Span Y 92 um, crit path capture type output port, Ys Warns 2, number of placed cells counting well taps 161, Post-Layout Cell Count 171, most frequent logic cells in the routed design 16 x sky130_fd_sc_hd__edfxtp_1, 12 x sky130_fd_sc_hd__buf_4, 11 x sky130_fd_sc_hd__clkdlybuf4s50_1, CTS H-Tree Depth 1, setup_tns -76.0 ps, Final Setup Violations 1, final global-route overflow total 0, maximum vdd ir drop 723 uV, maximum number of pins on one net before global-route repair 14, post-layout worst setup margin -76.0 ps, achievable clock frequency 563 MHz
==> critical path: stages, from the launching register on <==
cell                       delay [ps]
sky130_fd_sc_hd__dfstp_2          530
sky130_fd_sc_hd__nand2b_4         130
sky130_fd_sc_hd__inv_4             40
sky130_fd_sc_hd__ha_4             150
sky130_fd_sc_hd__or2_4            220
sky130_fd_sc_hd__buf_6            110
==> routing by layer <==
metal,part of all wire,GRT usage,up-vias
met3,0.068,0.0222,0
met4,0,0.00129,0
met5,0,0,-
met1,0.47,0.0637,270
li1,-,-,292
met2,0.46,0.0694,22
==> kinds of logic after synthesis <==
logic type	count (synthesis)
compound gates	6
buf+inv	9
fa+ha+maj	3
simple gates	7
xor+xnor	3
flops	23
mux	9
==> worst min-delay path by stage <==
stage	start	slack, ps	to	cells past startpoint
4_1_cts	rst_n	300	fifo0.rd_ptr_q	1
5_1_grt	rst_n	300	fifo0.full	1
6_report	rst_n	300	fifo0.full	1
==> layout make-up <==
class / instances / area [um2] / share of cell area
Multi-Input combinational cell: 28 / 283 / 0.198
Sequential cell: 23 / 642 / 0.448
Timing Repair Buffer: 38 / 340 / 0.238
Clock inverter: 1 / 5.00 / 0.00350
Inverter: 8 / 32.5 / 0.0227
Clock buffer: 3 / 41.3 / 0.0288
Tap cell: 70 / 87.6 / 0.0612
==> synth_stat cells, drive strengths merged <==
| master | number | area share |
|---|---|---|
| nand2b | 2 | 0.022 |
| ha | 3 | 0.041 |
| o31ai | 1 | 0.0081 |
| or3 | 1 | 0.0068 |
| xnor2 | 2 | 0.019 |
| nand2 | 1 | 0.0041 |
| or2 | 1 | 0.0068 |
| buf | 1 | 0.0081 |
| xor2 | 1 | 0.0095 |
| mux2i | 1 | 0.011 |
| dfrtp | 3 | 0.081 |
| edfxtp | 16 | 0.52 |
| o21ai | 2 | 0.011 |
| a32o | 1 | 0.011 |
| mux2 | 8 | 0.097 |
| dfstp | 1 | 0.028 |
| dfxtp | 3 | 0.065 |
| a21oi | 2 | 0.011 |
| inv | 8 | 0.032 |
| nor2 | 2 | 0.0081 |
==> registers in the layout, indices dropped and copies added, names as in the netlist <==
| name | count |
|---|---|
| fifo0.full | 1 |
| fifo0.wr_ptr_q | 1 |
| fifo0.data | 16 |
| free_credits | 1 |
| fifo0.empty | 1 |
| given_credits_cnt | 2 |
| fifo0.rd_ptr_q | 1 |
==> power groups by stage <==
stage | clock (mW) | sequential (mW) | combinational [mW]
4_1_cts | 0.349 | 0.807 | 0.877
5_1_grt | 0.373 | 0.822 | 1.02
6_report | 0.328 | 0.806 | 0.924
==> metrics by stage <==
| step | util | area, um2 |
|---|---|---|
| after global routing | 0.282 | 1430 |
| after floorplan | - | 925 |
| after detailed placement | 0.258 | 1310 |
| after global placement | 0.258 | 1310 |
| final | 0.282 | 1430 |
| after CTS | 0.275 | 1390 |
==> timing repair <==
item | 4_1_cts | 5_1_grt
buffers inserted | 5 | 1
resized | 36 | 7
setup endpoints to repair | 9 | 9
pin swaps | 1 | 0
No activity file was given, so power comes from the tool's default toggle rates.
